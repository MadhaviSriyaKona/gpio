### ./run.sh
#!/bin/bash
# OpenROAD 26Q1-2900-gdf79404cd8, Yosys 0.63+post, stock flow scripts
make -C /OpenROAD-flow-scripts/flow DESIGN_CONFIG=/design/flow/config.mk WORK_HOME=/design/flow/orfs finish
### ./design.v
`timescale 1ns / 1ps
module GPIO_register (
    input         sysclk,
    input         sysrst,
    input         gpio_we,
    input  [31:0] gpio_addr,
    input  [31:0] gpio_dat_i,
    input  [31:0] aux_i,
    input  [31:0] in_pad_i,
    input         gpio_eclk,
    output        gpio_inta_o,
    output reg [31:0] gpio_dat_o,
    output [31:0] out_pad_o,
    output [31:0] oen_padoe_o
);
    reg [31:0] rgpio_in;
    reg [31:0] rgpio_out;
    reg [31:0] rgpio_oe;
    reg [31:0] rgpio_inte;
    reg [31:0] rgpio_ptrig;
    reg [31:0] rgpio_aux;
    reg [31:0] rgpio_ints;
    reg [31:0] rgpio_eclk;
    reg [31:0] rgpio_nec;
    reg [1:0]  rgpio_ctrl;
    reg [31:0] data_reg;
    always @(posedge sysclk or posedge sysrst) begin
        if (sysrst)
            rgpio_in <= 32'b0;
        else
            rgpio_in <= in_pad_i;
    end
    assign out_pad_o    = rgpio_out;
    assign oen_padoe_o  = rgpio_oe;
    always @(posedge sysclk or posedge sysrst) begin
        if (sysrst)
            rgpio_out <= 32'b0;
        else if ((gpio_addr == 32'h04) && gpio_we)
            rgpio_out <= gpio_dat_i;
    end
    always @(posedge sysclk or posedge sysrst) begin
        if (sysrst)
            rgpio_oe <= 32'b0;
        else if ((gpio_addr == 32'h08) && gpio_we)
            rgpio_oe <= gpio_dat_i;
    end
    always @(posedge sysclk or posedge sysrst) begin
        if (sysrst)
            rgpio_inte <= 32'b0;
        else if ((gpio_addr == 32'h0C) && gpio_we)
            rgpio_inte <= gpio_dat_i;
    end
    always @(posedge sysclk or posedge sysrst) begin
        if (sysrst)
            rgpio_ptrig <= 32'b0;
        else if ((gpio_addr == 32'h10) && gpio_we)
            rgpio_ptrig <= gpio_dat_i;
    end
    always @(posedge sysclk or posedge sysrst) begin
        if (sysrst)
            rgpio_aux <= 32'b0;
        else if ((gpio_addr == 32'h14) && gpio_we)
            rgpio_aux <= gpio_dat_i;
    end
    always @(posedge sysclk or posedge sysrst) begin
        if (sysrst)
            rgpio_eclk <= 32'b0;
        else if ((gpio_addr == 32'h20) && gpio_we)
            rgpio_eclk <= gpio_dat_i;
    end
    always @(posedge sysclk or posedge sysrst) begin
        if (sysrst)
            rgpio_nec <= 32'b0;
        else if ((gpio_addr == 32'h24) && gpio_we)
            rgpio_nec <= gpio_dat_i;
    end
    always @(posedge sysclk or posedge sysrst) begin
        if (sysrst)
            rgpio_ctrl <= 2'b00;
        else if ((gpio_addr == 32'h18) && gpio_we)
            rgpio_ctrl <= gpio_dat_i[1:0];
        else if (rgpio_ctrl[1'b0])
            rgpio_ctrl[1'b1] <= rgpio_ctrl[1'b1] | gpio_inta_o;
    end
    always @(posedge sysclk or posedge sysrst) begin
        if (sysrst)
            rgpio_ints <= 32'b0;
        else
            rgpio_ints <= rgpio_inte & (rgpio_in ^ rgpio_ptrig);
    end
    assign gpio_inta_o = |(rgpio_ints);
    always @(*) begin
        case (gpio_addr)
            32'h00:     gpio_dat_o = rgpio_in;
            32'h04:    gpio_dat_o = rgpio_out;
            32'h08:     gpio_dat_o = rgpio_oe;
            32'h0C:   gpio_dat_o = rgpio_inte;
            32'h10:  gpio_dat_o = rgpio_ptrig;
            32'h14:    gpio_dat_o = rgpio_aux;
            32'h18:   gpio_dat_o = {30'b0, rgpio_ctrl};
            32'h1C:   gpio_dat_o = rgpio_ints;
            32'h20:   gpio_dat_o = rgpio_eclk;
            32'h24:    gpio_dat_o = rgpio_nec;
            default:       gpio_dat_o = 32'h00000000;
        endcase
    end
endmodule
### ./constraint.sdc
current_design GPIO_register

set clk_period 5.8
set clk_io_pct 0.2

create_clock -name clk0 -period $clk_period [get_ports {sysclk}]

set non_clock_inputs [all_inputs -no_clocks]
set_input_delay [expr $clk_period * $clk_io_pct] -clock clk0 $non_clock_inputs
set_output_delay [expr $clk_period * $clk_io_pct] -clock clk0 [all_outputs]
### ./config.mk
export PLATFORM = sky130hd
export DESIGN_NAME = GPIO_register
export DESIGN_NICKNAME = GPIO_register
export VERILOG_FILES = /design/flow/design.v
export SDC_FILE = /design/flow/constraint.sdc
export NUM_CORES = 4
export LEC_CHECK = 1
export CORE_UTILIZATION = 30
==> run summary <==
fresh numbers from the pnr run: status complete, no violations, Die H ~210 µm, DR top layer met5, met3 WL 3090 µm, CTS Sinks around 290, fp_density 30.4%, Finished Cell Area roughly 17000 µm², arrival time at the worst endpoint approximately 4200 ps, CP startpoint kind input port, I/O Buffers about 200, Final Non-Filler Cells about 1800, hpwl dp 25600 µm, crit-path most repeated cell clkdlybuf4s50_1, RSZ-0062 raised after global routing false, worst path required time approximately 4600 ps, synthesized cell area ~13000 µm², FMAX between 0.15 and 0.2 GHz, num rows around 75, M1 WL ~18000 µm, first-pass GRT wire length approximately 60000 µm, gr ovfl total 0, Final period util between 90% and 100%, Avg Inst Size Synth between 10 and 15 µm², Cell variety after synth 31, Final Hold Viols 0, register share after synthesis between 50 and 60%, clock root cell clkbuf_16, Log Warnings 60, ys flops ~290, Pins Over Slew Limit 0, Critical Path Max Stage Delay about 720 ps, Slew HR a little under half, TritonRoute pass-1 iters 5, fraction of layout cells with a size suffix above 1 between 20 and 25%, total clock buffers created by CTS 35, Total Routing Usage GR 19.1%, Setup CP Type input port to output port, chip width approximately 210 µm, CTS clk-pin slew, worst paths roughly 60 ps, VDD IR-drop max ~0.18 mV, Die ar. 43300 µm², Final TNS setup 0 ps, Static Leak 7.65 nW, antenna violations before repair 1, Slowest cell on crit path nor4_1, area grow syn2layout 32.1%, Vias 9191, antenna cells 0, total detailed-routing wirelength between 30000 and 40000 µm, CP endpoint gpio_dat_o[3], Worst Skew 16.1 ps, gate count after technology mapping between 1000 and 1500, clk latency late pin between 500 and 600 ps, fin crit period approximately 5300 ps, Inst Count DP about 1700, clock tree buffer depth 3, Clock H-tree levels 2, Reg2Reg Depth 5, PwrDens about 270 nW/µm², Core Area between 40000 and 50000 µm², Top Layout Cells dfrtp_1 (290), clkdlybuf4s50_1 (195), mux2_2 (158), inv_1 (101), nor3_1 (99), post-DR vias/cell a little over 5, post-CTS resize count 0, Setup Fix Bufs, Post-CTS 0, DRC viols 0, DR WL/cell ~22 µm, YS chip area roughly 13000 µm², Post-DP Area 15600 µm², max_cap viols 0, DRT iter0 DRCs roughly 510, CTS tree yes, Worst R2R Setup Slack 3750 ps, hold buffers post-CTS 0, Crit. Startpoint gpio_addr[4], critical path cell sequence clkdlybuf4s50_1, nor4_1, nand4_1, nor2_2, buf_4, a2111oi_0, nand3_1, clkdlybuf4s50_1, Met2 Wirelength 17600 µm, yosys synthesis warning count 1, largest net degree at the start of global routing 116, CP max FO 18, worst r2r src rgpio_ints[29], # Cells Yosys 1023, most used logic cell in the final layout dfrtp_1, I/O Pins 229, Setup crit end kind output port, Slew @ Worst Pin about 800 ps, Setup violations, final 0, number of global-route vias before repair around 9500, Post-DRT Antenna Nets 0, RD Place Congestion slightly below 0.9, RR Endpoint rgpio_ctrl[1], Hold Path Class flip-flop to flip-flop
stage by stage:
stage | worst slack [ps] | hold WS [ps] | utilization, % | power (mW)
CTS | 534 | 497 | 40.2 | 4.58
detailed placement | 560 | 485 | 37.2 | 2.24
global route | 333 | 509 | 40.2 | 4.68
finish | 482 | 492 | 40.2 | 4.52
floorplan | 793 | 460 | - | 2.12
global placement | 595 | 474 | 37.2 | 2.24
critical path: cells and delay by family:
| family | cells | cell delay, ps |
|---|---|---|
| compound gates | 1 | 210 |
| buf+inv | 3 | 1260 |
| simple gates | 4 | 1520 |
power breakdown:
| group | internal [mW] | switching, mW | total [mW] |
|---|---|---|---|
| clock | 1.48 | 0.841 | 2.32 |
| sequential | 2.04 | 0.0107 | 2.05 |
| combinational | 0.0728 | 0.0814 | 0.154 |
cell families (layout without fill, tap and decap cells):
| kind of cell | Yosys count | count (layout) | synth area share (%) |
|---|---|---|---|
| AND-OR/OR-AND | 98 | 98 | 6.66 |
| AND/OR/NAND/NOR | 219 | 219 | 9.61 |
| XOR/XNOR | 32 | 32 | 2.20 |
| buffers and inverters | 158 | 403 | 4.71 |
| multiplexers | 226 | 226 | 19.9 |
| flip-flops | 290 | 290 | 56.9 |
registers in the layout, indices dropped and copies added, names as in the netlist:
signal / flops
rgpio_inte: 32
rgpio_out: 32
rgpio_eclk: 32
rgpio_ints: 32
rgpio_nec: 32
rgpio_in: 32
rgpio_ptrig: 32
rgpio_oe: 32
rgpio_aux: 32
rgpio_ctrl: 2
Yosys cell counts (all sizes together):
master / count / area [µm²]
a2111oi: 33 / 289
a21oi: 1 / 5.00
a222oi: 30 / 300
a22oi: 34 / 255
and2: 24 / 150
buf: 22 / 90.1
clkbuf: 34 / 128
dfrtp: 290 / 7260
inv: 102 / 383
mux2: 224 / 2520
mux2i: 2 / 20.0
nand2: 2 / 10.0
nand2b: 1 / 6.26
nand3: 39 / 195
nand4: 11 / 68.8
nor2: 15 / 56.3
nor3: 100 / 500
nor3b: 2 / 25.0
nor4: 19 / 155
nor4b: 3 / 32.5
nor4bb: 1 / 10.0
or2: 1 / 6.26
or4b: 1 / 10.0
xnor2: 8 / 70.1
xor2: 24 / 210
per-layer routing:
| metal | up-vias | GRT usage (%) |
|---|---|---|
| li1 | 4187 | - |
| met1 | 4656 | 29.2 |
| met2 | 299 | 28.3 |
| met3 | 47 | 5.78 |
| met4 | 2 | 2.58 |
| met5 | - | 0 |
area by class of cell:
type / count / area (µm²)
Multi-Input combinational cell: 575 / 4960
Fill cell: 3828 / 25100
Inverter: 102 / 387
Tap cell: 539 / 674
Clock inverter: 8 / 148
Sequential cell: 290 / 7260
Timing Repair Buffer: 239 / 2330
Clock buffer: 54 / 1100
how the worst min path moves through the flow:
stage / cells past startpoint / start / end
CTS: 1 / rgpio_inte[18] / rgpio_ints[18]
global route: 1 / rgpio_aux[27] / rgpio_aux[27]
finish: 1 / rgpio_inte[18] / rgpio_ints[18]
Power is estimated from default activity; no workload was simulated.
