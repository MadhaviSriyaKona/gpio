[./run.sh]
#!/bin/bash
# OpenROAD 26Q1-2900-gdf79404cd8, Yosys 0.63+post, stock flow scripts
make -C /OpenROAD-flow-scripts/flow DESIGN_CONFIG=/design/flow/config.mk WORK_HOME=/design/flow/orfs finish
[./config.mk]
export PLATFORM = sky130hd
export DESIGN_NAME = APB_slave_interface
export DESIGN_NICKNAME = APB_slave_interface
export VERILOG_FILES = /design/flow/design.v
export SDC_FILE = /design/flow/constraint.sdc
export NUM_CORES = 4
export LEC_CHECK = 1
export CORE_AREA = 10 10 75 75
export DIE_AREA = 0 0 85 85
[./constraint.sdc]
current_design APB_slave_interface

set clk_period 1.6
set clk_io_pct 0.2

create_clock -name clk0 -period $clk_period [get_ports {pclk}]

set non_clock_inputs [all_inputs -no_clocks]
set_input_delay [expr $clk_period * $clk_io_pct] -clock clk0 $non_clock_inputs
set_output_delay [expr $clk_period * $clk_io_pct] -clock clk0 [all_outputs]
[./design.v]
`timescale 1ns / 1ps
module APB_slave_interface (
    input pclk, 
    input presetn, 
    input psel, 
    input penable, 
    input pwrite,
    input [31:0] paddr, 
    input [31:0] pwdata, 
    input gpio_dat_o, 
    input gpio_inta_o,
    output pready, 
    output sysclk, 
    output sysrst,
    output reg gpio_we, 
    output [31:0] gpio_addr, 
    output reg [31:0] gpio_dat_i, 
    output [31:0] prdata,
    output irq
);
parameter IDLE   = 2'b00,
          ENABLE = 2'b10,
          SETUP  = 2'b01;
reg [1:0] ps, ns;
always @(posedge pclk) begin
    if (!presetn)
        ps <= IDLE;
    else
        ps <= ns;
end
always @(*) begin
    ns = IDLE;
    case (ps)
        IDLE: begin
            if (psel && !penable)
                ns = SETUP;
            else
                ns = IDLE;
        end
        SETUP: begin
            if (psel && penable)
                ns = ENABLE;
            else if (psel && !penable)
                ns = SETUP;
        end
        ENABLE: begin
            if (psel && penable)
                ns = ENABLE;
            else if (!psel && penable)
                ns = IDLE;
            else if (psel && !penable)
                ns = SETUP;
        end
    endcase
end
assign sysclk = pclk;
assign sysrst = ~presetn;
assign gpio_addr = paddr;
assign irq = gpio_inta_o;
reg [31:0] data_out;
assign prdata = data_out;
always @(*) begin
    gpio_we = 1'b0;
    gpio_dat_i = 32'b0;
    data_out = 32'b0;
    if (pwrite && ps == ENABLE) begin
        gpio_dat_i = pwdata;
        gpio_we = 1'b1;
    end
    else if (!pwrite && ps == ENABLE) begin
        data_out = gpio_dat_o;
    end
end
assign pready = 1'b1;
endmodule
==> ci_impl_report.md <==
## Implementation flow summary

| Metric | Value |
|---|---|
| Top-area cell share | `59.82%` |
| Top cells by area | `buf_4 (60%), and3_1 (22%), dfxtp_1 (4.8%), buf_6 (4.0%), and3_2 (2.7%)` |
| RD Place Congestion | `0.6934` |
| Hold path endpoint | `ps[2]` |
| Worst r2r src | `ps[1]` |
| Outcome | `finished with violations` |
| Max reg flops | `2` |
| Hold Crit Class | `input port to flip-flop` |
| Synth-to-layout area growth | `68.01%` |
| YS chip area | `840.8 µm²` |
| Violated checks | `setup timing` |
| Number of global-route vias before repair | `915` |
| Hold path start | `presetn` |
| Port buffer count | `73` |
| Cell area after synthesis | `840.8 µm²` |
| DRC violations left | `0` |
| Ys Warns | `1` |
| TNS Setup | `-3.559 ns` |
| Clock-pin slew on the worst setup and hold paths | `0.03 ns` |
| Largest register by flop count | `ps` |
| Via density | `3.726` |
| RSZ-0062 raised after global routing | `true` |
| Pwr dens | `430.9 nW/µm²` |
| Mean routed wirelength per cell | `16.11 µm` |
| Layout cell share with drive strength beyond 1 | `13.92%` |
| CTS tree | `yes` |
| Final worst setup slack | `-0.1600 ns` |
| Initial antenna violation count | `0` |
| Full die area | `7225 µm²` |
| Die Y | `85 µm` |
| Crit path cell chain | `buf_12 -> and3_1 -> clkdlybuf4s50_1` |
| First-pass GRT wire length | `5043 µm` |
| Drt first pass iters | `3` |
| Top Ports | `172` |
| R2r endpoint | `ps[1]` |
| Place WS | `-0.3756 ns` |
| DRT antenna net count | `0` |
| Startpoint types | `flip-flop` |
| Maximum number of pins on one net before global-route repair | `24` |
| DR vias | `775` |
| Worst endpoint required time | `1.28 ns` |
| Cell count after synthesis | `115` |
| R2R Setup Slk | `0.74 ns` |
| Clock Skew | `0.0006531 ns` |
| Overflow after GRT | `0` |
| Leading registers by flop count | `ps (2)` |
| Critical Path AT | `1.44 ns` |
| Insertion Delay late pin | `0.31 ns` |
| WL final | `3351 µm` |
| Initial core utilization | `20.72%` |
| Setup CP Type | `flip-flop to primary output` |
| Max Slew Vio Count | `0` |
| Hold path cells | `4` |
| CP top delay family | `buffers and inverters` |
| Final period util | `110.0%` |
| Max_cap viols | `0` |
| Final Setup Violations | `25` |
| Tool warnings | `28` |
| Core box area | `4058 µm²` |
| Critical path peak fanout | `23` |
| Sequential area share after synthesis | `4.762%` |
| Worst stage delay on the critical path | `0.47 ns` |
| Fin. Hold Viols | `0` |
| Min Tclk post-route | `1.760 ns` |
| Antenna Cells | `0` |
| Max frequency | `568.2 MHz` |
| Iteration-0 DRC Markers | `29` |
| Post-synthesis average cell area | `7.311 µm²` |
| Cell Type Count | `15` |
| Pleak | `0.0008394 µW` |
| Cell count in the Yosys report | `115` |
| Hold_buf cts | `0` |
| Hpwl dp | `2595 µm` |
| Buf/Inv on CP | `2` |
| Cell type with the largest total area | `buf_4` |
| GRT Overall Usage | `8.429%` |
| Seq cells post-synth | `2` |
| CP max stage cell | `clkdlybuf4s50_1` |
| Critical Path End Type | `primary output` |
| Peak VDD IR | `1128 µV` |
| Cell row count | `23` |
| Worst r2r path cells | `2` |
| Die width | `85 µm` |
==> how the worst max path moves through the flow <==
stage                    end  slack, ns   from  cells past startpoint
CTS           gpio_dat_i[11]      -0.18  ps[1]                      3
finish        gpio_dat_i[17]      -0.16  ps[1]                      3
global route  gpio_dat_i[26]      -0.24  ps[1]                      3
==> area by class of cell <==
cell class / instances / area, µm²
multi-input cells: 69 / 374.1
inverters: 1 / 3.754
clock buffers: 7 / 92.59
repair buffers: 79 / 835.8
fillers: 424 / 2645
well taps: 50 / 62.56
flip-flops and latches: 2 / 43.79
==> timing repair <==
| action | 4_1_cts | 5_1_grt |
|---|---|---|
| setup buffers | 0 | 1 |
| gates cloned | 1 | 1 |
| resized | 10 | 14 |
| setup endpoints to repair | 35 | 33 |
| pin swaps | 0 | 1 |
==> synth_stat cells <==
master    number
dfxtp_1        2
clkbuf_2       1
buf_4         67
and2_1         1
buf_6          3
buf_2          1
nor2_1         1
and3b_2        1
conb_1         2
and3_1        29
clkbuf_1       1
o2111a_1       1
and3_2         3
inv_1          1
nand2_1        1
==> placed cells by master (no fill, tap or decap), types with 2 or more instances in the layout <==
cell and instances:
and3_4 3, dlymetal6s2s_1 7, clkbuf_8 6, conb_1 32, and3_1 26, dlygate4sd2_1 3
buf_4 3, clkdlybuf4s50_1 61, buf_12 2, and3_2 3
==> worst reg2reg max path, stage by stage (launching register included) <==
cell	delay [ns]
dfxtp_4	0.35
buf_4	0.15
o2111a_1	0.24
==> cells by family after synthesis <==
kind of cell / after synthesis / synth area share, %
AOI/OAI and AO/OA: 1 / 1.339
DFF: 2 / 4.762
other: 2 / 0.8932
buffers and inverters: 74 / 65.92
and+or+nand+nor: 36 / 27.08
==> routing by layer <==
metal | up-vias | track usage (%) | wire (µm)
li1 | 360 | - | -
met1 | 322 | 8.631 | 1184
met2 | 77 | 13.62 | 1662
met3 | 16 | 5.395 | 404
met4 | 0 | 2.994 | 99
met5 | - | 0 | 0
==> metrics by stage <==
step | util, % | hold slack [ns] | instance area, µm² | total power, µW | cells
6_report | 34.81 | 0.3793 | 1413 | 608.6 | 208
5_1_grt | 34.81 | 0.4406 | 1413 | 666.1 | 208
3_3_place_gp | 30.84 | 0.4820 | 1251 | 222.2 | 199
2_1_floorplan | - | 0.3864 | 953.4 | 200.5 | 145
3_5_place_dp | 30.84 | 0.4868 | 1251 | 221.5 | 199
4_1_cts | 33.55 | 0.4975 | 1361 | 616.8 | 206
==> power by group <==
part           leakage (µW)  internal (µW)  total [µW]  switching [µW]
registers         0.0000171           50.2        50.9           0.689
logic              0.000775            105         138            33.6
clock network     0.0000477            347         420            72.5
total              0.000839            502         609             107
No activity file was given, so power comes from the tool's default toggle rates.
