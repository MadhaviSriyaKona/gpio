File: config.mk
export PLATFORM = sky130hd
export DESIGN_NAME = aux_in
export DESIGN_NICKNAME = aux_in
export VERILOG_FILES = /design/flow/design.v
export SDC_FILE = /design/flow/constraint.sdc
export NUM_CORES = 4
export LEC_CHECK = 1
export CORE_AREA = 10 10 106 106
export DIE_AREA = 0 0 116 116
File: constraint.sdc
current_design aux_in

set clk_period 1.0
set clk_io_pct 0.2

create_clock -name clk0 -period $clk_period [get_ports {sys_clk}]

set non_clock_inputs [all_inputs -no_clocks]
set_input_delay [expr $clk_period * $clk_io_pct] -clock clk0 $non_clock_inputs
set_output_delay [expr $clk_period * $clk_io_pct] -clock clk0 [all_outputs]
File: design.v
`timescale 1ns / 1ps
module aux_in (
    input  wire        sys_clk,    
    input  wire        sys_rst,    
    input  wire [31:0] aux_in,     
    output wire [31:0] aux_i       
);
    reg [31:0] aux_reg;
      always @(posedge sys_clk or posedge sys_rst) begin
        if (sys_rst)
            aux_reg <= 32'b0;
        else
            aux_reg <= aux_in;
    end
    assign aux_i = aux_reg;
endmodule
File: run.sh
#!/bin/bash
# OpenROAD 26Q1-2900-gdf79404cd8, Yosys 0.63+post, stock flow scripts
make -C /OpenROAD-flow-scripts/flow DESIGN_CONFIG=/design/flow/config.mk WORK_HOME=/design/flow/orfs finish
==> summary.txt <==
Item: results of the latest flow run.

- According to the floorplan report, the total die area is ~0.013 mm2.
- The signal on the critical path passes through buf_2.
- Per the run summary, max-cap violations total 0.
- The floorplan step set the die width to about 120 um.
- The worst setup path is captured at an output pin.
- The final power report lists total power as about 2.6 mW.
- In this run, synthesis produced a sequential element count of 32.
- The cell with the largest stage delay on the worst path is sky130_fd_sc_hd__dfrtp_1.
- The total global routing overflow is 0.
- The uppermost metal layer occupied by signal nets is met3.
- The post-route non-filler standard cell count is about 220.
- The detailed router placed 547 vias in this run.
- The highest fanout seen on the critical path is 1.
- The number of antenna-violating nets in the routed design is 0.
- In the CTS report, the clock slew at the register clock pins of the worst setup and hold paths is listed as 0.06 ns.
- The row count is 34.
- The total core area is approximately 0.009 mm2.
- The total DRC errors in the routed layout is 0.
- Static timing analysis puts the maximum clock frequency at about 1000 MHz.
- The final number of max-transition violations is 0.
- Counting tap cells, the placed design contains a total of ~210 instances.
- On the worst path, the slowest cell contributes a delay of 0.38 ns.
- Sorting the synthesized cells by area gives the leading types as sky130_fd_sc_hd__dfrtp_1 100%, sky130_fd_sc_hd__inv_1 0.47%.
- The weighted congestion at the end of routability-driven global placement is between 0.6 and 0.7.
- At the pin with the least slew margin, the transition time is ~0.18 ns.
- The combinational gate area is 0 um2.
- Yosys mapped the design onto 2 distinct sky130hd cell types.
- Buffers inserted to repair hold after CTS numbered 0.
- From synthesis to final layout, the design area changed by 91.4%.
- The number of CTS-inserted buffers is 5.
- Port buffering added between 60 and 70 buffers.
- Summed over its instances, the top area cell type makes up between 90 and 100% of the synthesized netlist area.
- Measured against its own limit, the worst slew margin works out to 88.3%.
- The total length of routed met3 wires is around 530 um.
- Setup repair after global routing could not meet its margin everywhere.
- The number of antenna violations at the first check in global routing is 0.
- The sort of element at the start of the critical path is a flip-flop.
- The final critical-path setup slack is around 0.021 ns.
- The static leakage power is roughly 0.7 nW.
- The fraction of layout instances using a drive strength above 1 is between 30% and 40%.
- The library cells used most frequently in the layout, excluding fill and tap cells, are 33 x sky130_fd_sc_hd__clkdlybuf4s50_1, 32 x sky130_fd_sc_hd__dfrtp_1, 32 x sky130_fd_sc_hd__buf_2, 6 x sky130_fd_sc_hd__clkbuf_8, 2 x sky130_fd_sc_hd__clkbuf_1.
- In the floorplan report the effective utilization is between 9 and 10%.
- The CTS H-tree depth is 2.
- The number of setup violations in the final report is 0.
- The total number of warnings across the stage logs is 26.
- The clock tree has to reach 32 sinks.
- In this run the mean area of a mapped cell was 24.4 um2.
- Detailed routing placed a total of 1.06 mm of wire on met2.
- The worst endpoint data arrival time is ~0.8 ns.
- The number of diodes added for antenna fixing is 0.
- The routed via count divided by cell count is 2.54.
- The power per cell area is around 1700 mW/mm2.
- The average wire length per cell after detail routing is about 13 um.
- In the Yosys report, the sequential cells make up around 100% of the chip area.
- The post-route fraction of the period consumed by the critical path is between 90% and 100%.
- The number of buffers and inverters on the critical path is 1.
- The run finished with clean final reports.
- Per the post-synthesis report, the number of cells in the design is 33.
- The type of the worst setup path is reg -> out.
- Before any placement, the netlist area is recorded as about 800 um2.
- The number of warning messages in the yosys log is 1.
- The chip height is 116 um.
- The number of optimization iterations in the first detailed-route pass is 2.
- The number of setup buffers added after CTS is 0.
- Entering global routing, the biggest net connects 33 pins.
- The required time of the critical path is ~0.8 ns.
- The minimum clock period is about 0.98 ns.
- After detailed routing, the total wire length is approximately 2.7 mm.
- The maximum count of clock buffers along a single path is 2.
- The count of instantiated cells in the yosys netlist is 33.
- The number of gates resized after CTS was between 100 and 150.
- The violation tally recorded at the end of detailed-routing iteration 0 is 17.
- The all-layer global routing usage is under 10%.
- The via count of the first global-routing pass is 662.
- By instance count after routing, the leading logic cell type is sky130_fd_sc_hd__clkdlybuf4s50_1.
- The cell family contributing the most delay on the critical path is flip-flops.
- The yosys synthesis chip area is between 800 and 900 um2.
- The flip-flop count of the largest register after layout is 32.
- The routed wirelength on the met1 layer is recorded as between 1 and 1.5 mm.
- On the final layout, the worst hold slack is about 0.27 ns.
- OpenSTA, run right after detailed placement, puts the worst setup slack at -0.0264 ns.
- In the final report, the number of hold violations comes to 0.
- The library cell with the largest summed area after synthesis is sky130_fd_sc_hd__dfrtp_1.
- Looking at the clock tree report, the root buffer type is sky130_fd_sc_hd__clkbuf_8.
- The clock tree from TritonCTS is done.
- The top-level I/O count is about 66.
- The final design was reported to hold multi-input combinational gates totalling 0.
- The path type of the worst min-delay path is in -> async.
- The worst supply voltage drop on vdd is 583 uV.
- The first global-routing pass estimated 4.06 mm of wire.
## area by class of cell
class                 count  area [um2]
fill                    970        7310
sequential               32         801
timing repair buffer     66         510
tap                     108         135
clock buffer              8        90.1
inverter                  1        3.75
## per-layer routing
| layer | track usage [%] | up-vias |
|---|---|---|
| met1 | 4.99 | 251 |
| met4 | 0.334 | 0 |
| met2 | 5.35 | 53 |
| met5 | 0 | - |
| met3 | 3.35 | 0 |
| li1 | - | 243 |
## worst max path at each step
stage / start / endpoint / depth (start not counted)
CTS: aux_reg[6] / aux_i[6] / 1
finish: aux_reg[6] / aux_i[6] / 1
global route: aux_reg[6] / aux_i[6] / 1
## power by group
| group | internal, mW | total [mW] | switching, mW | leakage (nW) |
|---|---|---|---|---|
| registers | 1.36 | 1.37 | 0.0146 | 0.373 |
| logic | 0.161 | 0.223 | 0.0618 | 0.270 |
| clock network | 0.561 | 0.992 | 0.431 | 0.0455 |
| total | 2.08 | 2.59 | 0.507 | 0.688 |
## Yosys cell counts, drive strengths merged
library cell,n
dfrtp,32
inv,1
## per-stage QoR
step | area, um2 | TNS, ns | util [%]
6_report | 1540 | 0 | 17.4
5_1_grt | 1540 | -0.0109 | 17.4
4_1_cts | 1540 | 0 | 17.4
3_5_place_dp | 1610 | -0.0517 | 18.2
3_3_place_gp | 1610 | -0.0466 | 18.2
2_1_floorplan | 805 | 0 | -
## cells by family after synthesis
kind of cell,count (synthesis),synth area share (%)
DFF,32,99.5
buffers and inverters,1,0.466
Power is estimated from default activity; no workload was simulated.
